## flow/design.v

```verilog
`timescale 1ns/1ps
module ctrlr(
    input                   clk,
    input                   rst,  
    input           [15:0]  switches,
    output logic    [15:0]  leds,
    input                   new_data,        
    input           [7:0]   din,
    output logic    [7:0]   dout
);
localparam chip_id = 8'h07;
enum { ST_BYTE_ONE, ST_WRITE, ST_READ} s, ns;
logic [7:0] op, n_op; 
logic [15:0] n_leds;
logic [7:0] n_dout;
always_ff @(posedge clk) begin
    if (rst) begin
        s   <= ST_BYTE_ONE;
        op  <= 8'h0;
        leds <= 'h0;
        dout <= chip_id;
    end else begin
        s   <= ns;
        op  <= n_op; 
        leds <= n_leds; 
        dout <= n_dout;
    end
end
always_comb begin
    ns = s;
    n_op = op;
    n_leds = leds;
    n_dout = chip_id;
    case (s) 
        ST_BYTE_ONE: begin
            ;  
            if(new_data) begin
                n_op = din;
                if(din[7] == 1) begin
                    ns = ST_READ;
                    n_dout = 8'b0;
                end
                 else if(din[7] == 0) begin
                    ns = ST_WRITE;
                    n_dout = 8'b0;
                 end
            end
            else begin
                ns = ST_BYTE_ONE;
                n_dout = 0;
            end            
        end
        ST_READ:  begin
            if(new_data) begin
                n_op = din;
                if(op == 'b10000001) begin
                    n_dout = switches[7:0];
                    ns = ST_BYTE_ONE;
                 end
                 else if(op == 'b10000010) begin
                    n_dout = switches[15:8];
                    ns = ST_BYTE_ONE;
                 end
                 else if(op == 'b10000011) begin
                    n_dout = leds[7:0];
                    ns = ST_BYTE_ONE;
                 end
                 else if(op == 'b10000100) begin
                    n_dout = leds[15:8];
                    ns = ST_BYTE_ONE;
                 end
            end
            else begin
                ns = ST_READ;
                n_dout = 0;
            end
        end
        ST_WRITE: begin
            ;  
            if(new_data) begin
                if(op == 'b00000011) begin
                    n_leds[7:0] = din;
                    n_dout = 0;
                    ns = ST_BYTE_ONE;
                end
                else if(op == 'b00000100) begin
                    n_leds[15:8] = din;
                    n_dout = 0;
                    ns = ST_BYTE_ONE;
                end
            end
            else begin
                ns = ST_WRITE;
                n_dout = 0;
            end
        end
    endcase 
end
endmodule
```

## flow/constraint.sdc

```tcl
current_design ctrlr

set clk_period 3.8
set clk_io_pct 0.2

create_clock -name clk0 -period $clk_period [get_ports {clk}]

set non_clock_inputs [all_inputs -no_clocks]
set_input_delay [expr $clk_period * $clk_io_pct] -clock clk0 $non_clock_inputs
set_output_delay [expr $clk_period * $clk_io_pct] -clock clk0 [all_outputs]
```

## flow/config.mk

```make
export PLATFORM = sky130hd
export DESIGN_NAME = ctrlr
export DESIGN_NICKNAME = ctrlr
export VERILOG_FILES = /design/flow/design.v
export SDC_FILE = /design/flow/constraint.sdc
export NUM_CORES = 4
export LEC_CHECK = 1
export CORE_UTILIZATION = 30
```

## flow/run.sh

```bash
#!/bin/bash
# OpenROAD 26Q1-2900-gdf79404cd8, Yosys 0.63+post, stock flow scripts
make -C /OpenROAD-flow-scripts/flow DESIGN_CONFIG=/design/flow/config.mk WORK_HOME=/design/flow/orfs finish
```

==> flow_summary.json <==
{
  "netlist_instances": 173,
  "timing.setup.tns_ns": 0,
  "path_clk_slew_ns": 0.07,
  "seq_cells_post_synth": 35,
  "placed_area_um2": 2160,
  "seq_area_frac_synth_pct": 44.0,
  "layout-area-overhead-vs-synth_pct": 40.8,
  "worstPathMaxFanout": 9,
  "first_pass_grt_wire_length_um": 6820,
  "mappedNetlistArea_um2": 1590,
  "via_per_inst": 4.80,
  "timing.hold.worst.class": "reg2reg",
  "yosys.stat.chipArea_um2": 1590,
  "syn_avg_cell_area_um2": 9.21,
  "finalCritPeriodShare_pct": 60.8,
  "grt_util_all_layers_pct": 16.1,
  "worst_pin_slew_ns": 0.687,
  "worst_path_largest_cell_delay_ns": 0.53,
  "ant_nets": 0,
  "cts.path.max_buffers": 2,
  "power.density_cell_area_nw_per_um2": 343,
  "antennaDiodeCount": 0,
  "drt_wl_total_um": 4110,
  "drt_iter0_markers": 77,
  "start_kind": "primary input",
  "timing.max_cap.violations": 0,
  "core_um2": 5110,
  "critical_path.cell_chain": "clkdlybuf4s50_1, and2_1, and4_1, a2111oi_0, o31ai_1",
  "log.warning_count": 25,
  "final_period_demand_of_the_worst_path_ns": 2.31,
  "cts.root.buffer_cell": "sky130_fd_sc_hd__clkbuf_8",
  "die.size.y_um": 74.9,
  "place.port_buffers": 50,
  "design.die.area_um2": 5600,
  "vdd_drop_max_mv": 0.146,
  "clock_skew_ns": 0.00454,
  "avgRoutedWirePerCell_um": 14.0,
  "unrepaired_setup_endpoints_after_global_routing": "false",
  "timing.final.setup_violations": 0,
  "critPathCaptureType": "register",
  "ios": 51,
  "floorplan.initialDensity_pct": 31.2,
  "maximum_number_of_pins_on_one_net_before_global_route_repair": 22,
  "grt_antenna_before_repair": 0,
  "dp_hpwl_um": 2920,
  "routed_via_count": 1406,
  "post_synth_num_cell_types": 33,
  "yosys_cells": 173,
  "totalPowerFinal_uw": 769,
  "finalInstanceArea_um2": 2240,
  "worst-setup-path-type": "in2reg",
  "fillerInstances": 503,
  "number_of_optimization_iterations_in_the_first_detailed_route_pass": 4,
  "clock-sinks": 35,
  "post-route-drc-count": 0,
  "ys_warnings": 1,
  "cts_inserted_buffers": 5,
  "cts_hold_repair.buffers": 0,
  "maximum_operating_frequency_mhz": 433,
  "worstPathArrival_ns": 2.47,
  "core.rowCount": 26,
  "cts_setup_buffers": 0,
  "ctsResizeCount": 0,
  "tritoncts": "built",
  "grt_pass1_vias": 1393,
  "max_slew_margin_pct": 53.8,
  "worst_skew_pair.late_latency_ns": 0.29,
  "p_leak_uw": 0.000861,
  "drive_above_1_share_pct": 9.42,
  "die.size.x_um": 74.9,
  "globalplace.congestion": 0.803,
  "htree_levels": 2,
  "cp_data_required_time_ns": 3.96,
  "grt_overflow": 0,
  "final_hold_viol_count": 0,
  "outcome": "finished clean",
  "final-max-slew-violation-count": 0,
  "slowest_stage": "sky130_fd_sc_hd__clkdlybuf4s50_1"
}
## synth_stat cells
master	instances	area share, %
sky130_fd_sc_hd__and3b_1	1	0.55
sky130_fd_sc_hd__or3b_2	3	1.6
sky130_fd_sc_hd__buf_2	4	1.3
sky130_fd_sc_hd__a211oi_1	1	0.47
sky130_fd_sc_hd__o211ai_1	1	0.47
sky130_fd_sc_hd__dfxtp_1	35	44
sky130_fd_sc_hd__nand3b_1	1	0.47
sky130_fd_sc_hd__o31ai_1	10	4.7
sky130_fd_sc_hd__o211a_1	5	3.1
sky130_fd_sc_hd__o21ai_2	1	0.55
sky130_fd_sc_hd__or4b_4	1	0.86
sky130_fd_sc_hd__buf_6	1	0.71
sky130_fd_sc_hd__or2_2	1	0.39
sky130_fd_sc_hd__a31oi_1	1	0.39
sky130_fd_sc_hd__and4_1	1	0.55
sky130_fd_sc_hd__a21oi_1	12	3.8
sky130_fd_sc_hd__inv_1	2	0.47
sky130_fd_sc_hd__xor2_1	1	0.55
sky130_fd_sc_hd__o221a_2	3	2.1
sky130_fd_sc_hd__or3_4	1	0.71
sky130_fd_sc_hd__mux2i_1	24	15
sky130_fd_sc_hd__and2_1	1	0.39
sky130_fd_sc_hd__nor2_1	36	8.5
sky130_fd_sc_hd__nor4_1	2	0.79
sky130_fd_sc_hd__clkbuf_1	4	0.94
sky130_fd_sc_hd__nor3b_2	1	0.79
sky130_fd_sc_hd__nand3_1	1	0.31
sky130_fd_sc_hd__nand4_1	1	0.39
sky130_fd_sc_hd__nor3_1	3	0.94
sky130_fd_sc_hd__nor2b_1	2	0.79
sky130_fd_sc_hd__nand2_1	10	2.4
sky130_fd_sc_hd__nand2b_1	1	0.39
sky130_fd_sc_hd__a2111oi_0	1	0.55
## final timing paths
| kind | from | to | slack (ns) | cells past startpoint |
|---|---|---|---|---|
| max | new_data | s[0] | 1.49 | 5 |
| min | s[1] | s[1] | 0.52 | 2 |
| max reg2reg | op[2] | leds[8] | 1.51 | 4 |
| min reg2reg | s[1] | s[1] | 0.52 | 2 |
## sequential cells by signal, summed over array words and instances, names as in the netlist
name  count
dout      8
leds     16
op        8
s         3
## cell usage in the layout, fill, tap and decap left out, drive strengths merged, types with 2 or more instances in the layout
master and instances:
nor2 36, inv 2, o31ai 10, mux2i 24, or3b 3, clkdlybuf4s50 50
buf 2, o221a 3, nand2 10, o211a 5, nor2b 2, nor4 2
clkbuf 6, dfxtp 35, nor3 3, a21oi 12
## kinds of logic (layout without fill, tap and decap cells)
logic type | count (synthesis) | count (layout) | synth area share (%)
AND-OR/OR-AND | 35 | 35 | 16.2
XOR/XNOR | 1 | 1 | 0.550
buffers and inverters | 11 | 61 | 3.38
flip-flops | 35 | 35 | 44.0
multiplexers | 24 | 24 | 15.1
AND/OR/NAND/NOR | 67 | 67 | 20.8
## cell type report
cell class | instances | area (µm²) | area share [%]
Inverter | 2 | 7.51 | 0.335
Multi-Input combinational cell | 127 | 845 | 37.6
Sequential cell | 35 | 701 | 31.2
Clock buffer | 6 | 82.6 | 3.68
Clock inverter | 1 | 5.00 | 0.223
Tap cell | 70 | 87.6 | 3.90
Timing Repair Buffer | 52 | 515 | 23.0
## worst max-delay path: cells and delay by family
kind	cells	cell delay [ns]
buffers and inverters	1	0.53
and+or+nand+nor	2	0.60
AOI/OAI and AO/OA	2	0.57
## through the flow
stage	hold slack (ns)	std cells	setup WS (ns)	utilization [%]
2_1_floorplan	0.453	173	1.98	-
3_3_place_gp	0.507	286	1.22	42.2
3_5_place_dp	0.508	286	1.22	42.2
4_1_cts	0.523	293	1.51	43.9
5_1_grt	0.543	293	1.29	43.9
6_report	0.523	293	1.49	43.9
## where the power goes
group	switching, µW	internal (µW)
sequential	17.1	379
combinational	42.9	57.8
clock	130	142
total	190	579
## per-layer routing
metal | vias up | track usage, % | routed length, µm
li1 | 715 | - | -
met1 | 649 | 25.7 | 1950
met2 | 36 | 23.5 | 1860
met3 | 6 | 3.12 | 220
met4 | 0 | 2.73 | 74
met5 | - | 0 | 0
No activity file was given, so power comes from the tool's default toggle rates.
