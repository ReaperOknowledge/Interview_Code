==> design.v <==
`timescale 1ns/1ps
module spi(
    input               clk, 
    input               rst, 
    input               sck, 
    input               ss,   
    input               mosi, 
    output logic        miso, 
    input        [7:0]  dout,  
    output logic [7:0]  din,   
    output logic        done  
);
    logic rst_;  
    assign rst_ = rst | ss;
    logic [3:0]dec, next_dec, dec2, next_dec2;
    logic psck;
    enum {idle, read} state;
    logic [7:0]new_din;
    assign miso        = ( rst_ ? 'hz : dout[dec2]);
    always_ff @(posedge clk) 
    begin
        if (rst_) 
        begin
            dec   <= 7; dec2 <= 7;
            state <= idle;
            psck <= sck;
        end 
        else
        begin
            psck <= sck;
            state <= read;
            dec <= next_dec; dec2 <= next_dec2;
            din <= new_din;
        end
    end
logic [7:0] next_din;
logic rising_edge;
assign rising_edge = 'h0;
    always_comb
    begin;
    next_dec  = dec;
    next_dec2 = dec2; 
    done = 1;
    new_din = din;
    if(dec == 15)
    begin
        next_dec = 7;   
        done = 1;
    end
    if(dec2 == 15) next_dec2 = 7;
    case(state)
        read:
        begin
            done = 0;
            if(psck < sck)
            begin
                new_din[dec] = mosi;
                next_dec = next_dec - 1;
            end
            if(psck > sck)
            begin
                next_dec2 = next_dec2 - 1;
            end
            if(psck && sck == rising_edge) done = 1;
        end
    endcase
    end
endmodule
==> run.sh <==
#!/bin/bash
# OpenROAD 26Q1-2900-gdf79404cd8, Yosys 0.63+post, stock flow scripts
make -C /OpenROAD-flow-scripts/flow DESIGN_CONFIG=/design/flow/config.mk WORK_HOME=/design/flow/orfs finish
==> config.mk <==
export PLATFORM = sky130hd
export DESIGN_NAME = spi
export DESIGN_NICKNAME = spi
export VERILOG_FILES = /design/flow/design.v
export SDC_FILE = /design/flow/constraint.sdc
export NUM_CORES = 4
export LEC_CHECK = 1
export CORE_AREA = 10 10 90 90
export DIE_AREA = 0 0 100 100
==> constraint.sdc <==
current_design spi

set clk_period 3.2
set clk_io_pct 0.2

create_clock -name clk0 -period $clk_period [get_ports {clk}]

set non_clock_inputs [all_inputs -no_clocks]
set_input_delay [expr $clk_period * $clk_io_pct] -clock clk0 $non_clock_inputs
set_output_delay [expr $clk_period * $clk_io_pct] -clock clk0 [all_outputs]
==> results.toml <==
# yosys + openroad results
[clock_network]
cts_post_setup_buffers_inserted = 0
clock_tree.root_cell = "sky130_fd_sc_hd__clkbuf_8"
number_of_hold_buffers_added_after_cts = 0
clockBufferDepth = 2
cts_tree = "built"
clk_pin_slew_worst_paths_ps = 80
post_cts_resized = 0
clk_latency_ps = 260
clock_sink_count = 18
h-tree-depth = 1
cts-buffers-inserted = 3

[power_and_ir_drop]
p_leak_nw = 0.539
power.density_cell_area_mw_per_mm2 = 306
report.power.total_w = 0.000468
peakVddDrop_uv = 259

[setup_path]
cpPeakStageDelay_ps = 460
rr_worst_depth = 5
critPathLaunchType = "input pin"
worstPathArrival_ps = 2170
path_cells = "clkdlybuf4s50_1, mux4_2, mux2_2, clkdlybuf4s50_1"
critPathMaxFanout = 1
worstSetupPathDepth = 4
critical-path-slowest-cell = "sky130_fd_sc_hd__mux4_2"
worst-endpoint-required_ps = 2560
timing.critical_path.mode_cell = "sky130_fd_sc_hd__clkdlybuf4s50_1"
setup.worst_path.class = "in -> out"
crit_path_end_kind = "output port"
worst_path_dominant_cell_family = "buffers and inverters"
cp.buffers_inverters = 2

[timing]
whs_ps = 527
grt_setup_unrepaired = "no"
timing_worst_slew_pin_value_ps = 619
fin_crit_sh_pct = 87.8
timing.fmax_ghz = 0.356
setup_total_negative_slack_ps = 0
slew-limit-headroom_pct = 58.5
final-setup-viol-count = 0
slew_viol_final = 0
hold_violations = 0
final.setup_skew_ps = 5.55
layout_min_cycle_time_ps = 2810
worst_slack_ps = 390

[logic_synthesis]
post_synth_inst_count = 114
synth.distinct_cells = 40
mux_area_share_pct = 7.58
top_cell_area_share_pct = 20.2
topCellsByArea = "sky130_fd_sc_hd__edfxtp_1, sky130_fd_sc_hd__dfxtp_1, sky130_fd_sc_hd__ha_1"
ys_sh_adder_pct = 7.37
synth_flop_count = 18
avgSynthCellArea_um2 = 10.4
synthSimpleGateAreaFrac_pct = 21.9
synth-edff-count = 8
yosys.area_share.xor_xnor_pct = 2.95
top_area_cell = "sky130_fd_sc_hd__edfxtp_1"
cell_count_in_the_yosys_report = 114
yosys_area_mm2 = 0.00119
synthFlopType = "sky130_fd_sc_hd__dfxtp_1"
ys_seq_share_pct = 37.1
synthesis.area_mm2 = 0.00119
yosys.area_share.aoi_pct = 18.0
yosysWarningCount = 2
synth-async-reset-ratio_pct = 0
synthTopLogicFamily = "simple AND/OR/NAND/NOR gates"

[die]
rows = 29
die.size.x_um = 100
die_height_um = 100
boundary_pins = 23
chipArea_mm2 = 0.0100
placeable_area_mm2 = 0.00628
floorplan.initialDensity_pct = 18.9

[finish]
fin_area_mm2 = 0.00153
area_growth_pct = 28.9
layout_top_cells_excl_fill_tap = "sky130_fd_sc_hd__clkdlybuf4s50_1, sky130_fd_sc_hd__dfxtp_1, sky130_fd_sc_hd__nand2_1"
layout-drive-gt1-share_pct = 12.5
layout_top_cell = "sky130_fd_sc_hd__clkdlybuf4s50_1"

[place]
gp_congestion = 0.850
pre_cts_ws_ps = 375
placed_cell_area_mm2 = 0.00148
dp_hpwl_um = 2070
buffer_ports.inserted = 22

[drt]
detailedRoute.firstPassIterationCount = 4
drt_iter0_drc = 57
antenna_cells_inserted = 0
wl_per_cell_um = 13.2
routed_wirelength_um = 2820
detail_route.drc_violations = 0
post_drt_via_cell_ratio = 4.57
drtAntennaViolNets = 0
num_vias = 973

[flow_run]
maxCapViolations = 0
warning_count = 30

[hold_path]
worst_hold_path_type = "reg -> reg"
hold-path-cell-count = 2

[global_routing]
initial_antenna_violation_count = 0
first_global_vias = 881
grt_start_max_net_pins = 14
globalRoute.totalOverflow = 0
first_pass_grt_wire_length_um = 4690
globalRouteTotalUtil_pct = 5.59

[outcome]
outcome = "complete, no violations"
==> state kept, by name, summed over array words and instances (netlist names) <==
name and cells:
din 8, dec2 4, dec 4, psck 1
state 1
==> Yosys cell counts (all sizes together), types with 3 or more instances <==
cell type	number
dfxtp	10
nand2	9
edfxtp	8
ha	7
inv	7
o22ai	7
nor4	5
a31oi	4
mux2	4
nand2b	4
nand4b	4
buf	3
nand3b	3
nor2	3
nor4b	3
o21ai	3
o31ai	3
xnor2	3
==> stage by stage <==
stage               std cells  util, %
CTS                       213     24.4
finish                    213     24.4
global route              213     24.4
detailed placement        209     23.5
global placement          209     23.5
floorplan                 114        -
==> where the power goes <==
part           switching (W)  total (W)  internal [W]
combinational      0.0000110  0.0000343     0.0000233
sequential        0.00000273   0.000243      0.000241
clock              0.0000814   0.000191      0.000109
==> cell families (layout without fill, tap and decap cells) <==
kind of cell,Yosys count,after routing
AOI/OAI and AO/OA,26,26
xor gates and xnor gates,4,4
adders and majority gates,7,7
buffers and inverters,12,34
DFF,18,18
muxes,6,6
and+or+nand+nor,41,41
==> worst paths after layout <==
check	from	end	slack [ps]
worst max-delay path	dout[3]	miso	390
worst min-delay path	dec2[3]$_SDFF_PN0_	dec2[3]$_SDFF_PN0_	530
worst max register to register	dec[0]$_SDFF_PN1_	din[0]$_DFFE_PP_	840
worst min register to register	dec2[3]$_SDFF_PN0_	dec2[3]$_SDFF_PN0_	530
==> routing by layer <==
metal,vias up,part of all wire (%),GRT usage (%)
li1,490,-,-
met1,462,49,7.98
met2,19,44,8.51
met3,2,5.9,1.80
met4,0,0.60,0.326
met5,-,0,0
==> worst register-to-register path, stage by stage (launching register included) <==
cell and delay, ps:
sky130_fd_sc_hd__dfxtp_1 460, sky130_fd_sc_hd__inv_1 200, sky130_fd_sc_hd__ha_1 460, sky130_fd_sc_hd__or3b_1 480, sky130_fd_sc_hd__nor4_2 170, sky130_fd_sc_hd__mux2_1 340
==> layout make-up <==
type	count	area, µm²
multi-input combinational	84	687
fill	666	4740
clock buffer	4	55.1
inverter	7	26.3
timing repair buffer	23	228
sequential	18	440
tap	77	96.3
Power is estimated from default activity; no workload was simulated.
